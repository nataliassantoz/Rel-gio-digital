===== run.sh =====
#!/bin/bash
# OpenROAD 26Q1-2900-gdf79404cd8, Yosys 0.63+post, stock flow scripts
make -C /OpenROAD-flow-scripts/flow DESIGN_CONFIG=/design/flow/config.mk WORK_HOME=/design/flow/orfs finish

===== config.mk =====
export PLATFORM = sky130hd
export DESIGN_NAME = funcionandoRelogio
export DESIGN_NICKNAME = funcionandoRelogio
export VERILOG_FILES = /design/flow/design.v
export SDC_FILE = /design/flow/constraint.sdc
export NUM_CORES = 4
export LEC_CHECK = 1
export CORE_UTILIZATION = 30

===== constraint.sdc =====
current_design funcionandoRelogio

set clk_period 6.8
set clk_io_pct 0.2

create_clock -name clk0 -period $clk_period [get_ports {clk}]

set non_clock_inputs [all_inputs -no_clocks]
set_input_delay [expr $clk_period * $clk_io_pct] -clock clk0 $non_clock_inputs
set_output_delay [expr $clk_period * $clk_io_pct] -clock clk0 [all_outputs]

===== design.v =====
module contaSegundos(
    input clk,        
    input rst, 
    input zerou_hr,    
    input ajuste,   
    output reg sinal_segundos,   
    output reg leds             
); 
    reg [5:0] count;  
    always @(posedge clk or posedge rst) begin
        if (rst) begin
            count <= 6'h3A;      
            sinal_segundos <= 0;  
            leds <= 0;            
        end else if (zerou_hr) begin
            sinal_segundos <= 0;  
            leds <= 0;            
        end else if (count == 6'h3B) begin
            count <= 6'h01;      
            sinal_segundos <= 1;  
            leds <= ~leds;        
        end 
        else if(ajuste) begin 
            leds <= 6'h01; 
            sinal_segundos <= 0; 
        end
        else begin
            count <= count + 1'b1;  
            sinal_segundos <= 0;    
            leds <= ~leds;           
        end
    end
endmodule
module dec7seg(
    input [3:0] digit, 
    output [6:0] seg
);
    assign seg =
        (digit == 4'h0) ? 7'b1111110 :  
        (digit == 4'h1) ? 7'b0110000 :  
        (digit == 4'h2) ? 7'b1101101 :  
        (digit == 4'h3) ? 7'b1111001 :  
        (digit == 4'h4) ? 7'b0110011 :  
        (digit == 4'h5) ? 7'b1011011 :  
        (digit == 4'h6) ? 7'b1011111 :  
        (digit == 4'h7) ? 7'b1110000 :  
        (digit == 4'h8) ? 7'b1111111 :  
        (digit == 4'h9) ? 7'b1111011 :  
        (digit == 4'hA) ? 7'b1110111 :  
        (digit == 4'hB) ? 7'b0011111 :  
        (digit == 4'hC) ? 7'b1001110 :  
        (digit == 4'hD) ? 7'b0111101 :  
        (digit == 4'hE) ? 7'b1001111 :  
        (digit == 4'hF) ? 7'b1000111 :  
        7'b0000000;  
endmodule
module contaHoras(
    input clk,
    input rst,
    input inc_hours,          
    input ajuste,             
    input btn,                
    output reg [5:0] horas,
    output reg zerou_hr       
);
    always @(posedge clk or posedge rst) begin
        if (rst) begin
            horas <= 6'h17;    
            zerou_hr <= 0;     
        end else if (ajuste) begin
            if (btn) begin
                if (horas == 6'h17) begin
                    horas <= 6'h00;    
                end else begin
                    horas <= horas + 1'b1;
                end
            end
        end 
        else if (inc_hours) begin   
            if (horas == 6'h17) begin
                horas <= 6'h00;    
                zerou_hr <= 1;     
            end else begin
                horas <= horas + 1'b1;  
                zerou_hr <= 1;          
            end
        end else begin
            zerou_hr <= 0;   
        end
    end
endmodule
module contaMinutos(
    input clk,
    input rst,
    input sinal,         
    input ajuste,        
    input btn,           
    output reg [5:0] count,
    output reg inc_hours       
);
    always @(posedge clk or posedge rst) begin
        if (rst) begin
            count <= 6'h3B;           
            inc_hours <= 0;           
        end else if (ajuste) begin
            if (btn) begin
                if (count == 6'h3B) begin
                    count <= 6'h00;     
                end else begin
                    count <= count + 1'b1;
                end
            end
        end
         else if (sinal) begin
            if (count == 6'h3B) begin
                inc_hours <= 1;     
                count <= 6'h00;     
            end else begin
                count <= count + 1'b1;   
                inc_hours <= 0;          
            end
        end
        else begin
            inc_hours <= 0;   
        end
    end
endmodule
module exibeNumero(
    input [5:0] Num,
    output [6:0] seg0,
    output [6:0] seg1
);
    wire [3:0] unidade;
    wire [3:0] dezena;
    assign unidade = Num % 10;  
    assign dezena = Num / 10;   
    dec7seg decod0 (.digit(unidade), .seg(seg0));
    dec7seg decod1 (.digit(dezena), .seg(seg1));
endmodule
module funcionandoRelogio(
    input clk,
    input rst,
    input btn0,    
    input btn1,    
    output [6:0] mins0,
    output [6:0] mins1,
    output [6:0] horas0,
    output [6:0] horas1,
    output led     
);
    localparam RODANDO = 2'b00;       
    localparam AJUSTA_MINUTO = 2'b01; 
    localparam AJUSTA_HORA = 2'b10;   
    reg [1:0] estado_atual, proximo_estado;
    wire [5:0] mins;
    wire [5:0] horas;
    wire sinal_segundos;   
    wire inc_hours;        
    wire zerou_hr;
    wire leds;             
    contaSegundos segundos (
        .clk(clk), 
        .rst(rst), 
        .ajuste(estado_atual == AJUSTA_MINUTO || estado_atual == AJUSTA_HORA),
        .sinal_segundos(sinal_segundos),
        .zerou_hr(zerou_hr),
        .leds(led)          
    );
    contaMinutos minutos (
        .clk(clk), 
        .rst(rst), 
        .sinal(sinal_segundos), 
        .ajuste(estado_atual == AJUSTA_MINUTO), 
        .btn(btn1), 
        .count(mins), 
        .inc_hours(inc_hours)
    );
    contaHoras horasContador (
        .clk(clk), 
        .rst(rst), 
        .inc_hours(inc_hours), 
        .ajuste(estado_atual == AJUSTA_HORA), 
        .btn(btn1), 
        .horas(horas),
        .zerou_hr(zerou_hr)
    );
    always @(posedge clk or posedge rst) begin
        if (rst) begin
            estado_atual <= RODANDO;
        end else begin
            estado_atual <= proximo_estado;
        end
    end
    always @(*) begin
        case (estado_atual)
            RODANDO: begin
                if (btn0) 
                    proximo_estado = AJUSTA_MINUTO;   
                else 
                    proximo_estado = RODANDO;
            end
            AJUSTA_MINUTO: begin
                if (btn0) 
                    proximo_estado = AJUSTA_HORA;   
                else 
                    proximo_estado = AJUSTA_MINUTO;
            end
            AJUSTA_HORA: begin
                if (btn0) 
                    proximo_estado = RODANDO;   
                else 
                    proximo_estado = AJUSTA_HORA;
            end
            default: proximo_estado = RODANDO;
        endcase
    end
    exibeNumero exibeMinutos (.Num(mins), .seg0(mins0), .seg1(mins1));
    exibeNumero exibeHoras (.Num(horas), .seg0(horas0), .seg1(horas1));
    assign leds = led;
endmodule

==> summary.txt <==
From the run reports.

- Looking at the critical path, the highest net fanout was 13.
- The areal power density over the cells is 78.4 nW/um2.
- The maximum number of pins on one net before global-route repair reads 26.
- The class of the most critical hold timing path is reg2reg.
- After synthesis the cells add up to 2650 um2.
- The capture point of the worst reg-to-reg path reads minutos.count[3]$_DFFE_PP1P_.
- Counting pins that exceed their max-slew limit in the final report gives 0.
- The gate family responsible for the most delay along the worst path reads AND-OR/OR-AND gates.
- The placed wire-length estimate is 3.74 mm.
- The number of OpenROAD warnings reads 32.
- The start point of the worst hold path reads segundos.leds$_DFF_PP0_.
- The sequential-to-total area share from yosys stat is 24.3%.
- The most frequent cell after synthesis reads nand2_1.
- Clock tree synthesis selected as its root buffer the cell clkbuf_8.
- The required time of the worst setup path is 5.44 ns.
- The most area-hungry cell type in the Yosys netlist is dfstp_2.
- The count of endpoints failing setup in the final report reads 0.
- The first-pass GRT wire length reads 8.83 mm.
- The post-cts hold buffer count is 0.
- For reference, the top cells by count after synthesis are 29 x nand2_1, 26 x nor2_1, 20 x o21ai_0, 18 x a21oi_1, 14 x dfstp_2.
- The top-level port count reads 33.
- The final tally of hold violations reads 0.
- The worst hold endpoint reads segundos.leds$_DFF_PP0_.
- The leakage power summed over all cells reads 1.20 nW.
- The total wirelength of the detailed-routed design is 5.09 mm.
- The number of instances in the placed design is 442.
- The clock latency reported for the late side of the worst-skew pair reads 0.26 ns.
- The height of the die is 95.9 um.
- For this run, design rule violations remaining after detail routing come to 0.
- The maximum clock rate is 171 MHz.
- The cell row count is 33.
- Global routing used 11.8% of the available tracks.
- The most common cell type on the critical path is ha_1.
- In this run the maximum-capacitance check reported violations numbering 0.
- The async set-or-reset flop fraction in the synthesized netlist is 100%.
- Per the final layout report, the fraction of cells sized above drive strength 1 comes to 14.4%.
- The portion of the clock cycle consumed by the worst path in the final layout is 86.1%.
- The post-route non-filler standard cell count is 446.
- IR analysis of the VDD net gives a maximum drop of 0.0000759 V.
- The count of distinct cell types in the synthesized netlist reads 69.
- The cell count after synthesis is 322.
- The CTS tree reads done.
- The cell count of the worst reg-to-reg path is 6.
- Traced cell by cell, the critical path runs through inv_1 -> ha_1 -> or2_1 -> ha_1 -> o21ba_2 -> o211a_1 -> o22ai_4 -> o21ba_2 -> ha_1 -> inv_1 -> xnor2_1 -> xnor2_2 -> mux2_2 -> a221oi_2 -> clkdlybuf4s50_1.
- Of the post-synthesis cell area, the dominant cell type holds 13.9%.
- The number of iterations in the first detailed-routing pass is 4.
- The residual overflow from global routing is 0.
- The launch instance of the worst register-to-register path is minutos.count[1]$_DFFE_PP1P_.
- Per the TritonCTS log, the buffer count is 3.
- The chip width is 95.9 um.
- The buffers plus inverters on the worst setup path reads 3.
- The post-CTS clock slew at the launch and capture registers of the worst setup and hold paths is 0.08 ns.
- For reference, the top cells by area after synthesis are dfstp_2 14%, dfrtp_1 10%, ha_1 6.1%.
- The buffer count from post-CTS setup fixing reads 0.
- The number of buffers inserted by port buffering is 32.
- The worst hold path stage count is 1.
- The remaining max-slew budget at the tightest pin is 49.7%.
- The floorplan core density reads 31.6%.
- Among all stages on the critical path, the largest delay is contributed by dfstp_2.
- By startpoint and endpoint, the worst setup path is classified as reg2out.
- The script logs the ratio of routed vias to standard cells as 5.17.
- The run finished with clean final reports.
- Tracing the worst setup path back leads to its startpoint at minutos.count[4]$_DFFE_PP1P_.
- The shortest period the worst path allows is 5.86 ns.
- The yosys synthesis chip area is 2650 um2.
- The die covers 9200 um2.
- The kind of start point of the critical path reads a flip-flop.
- The number of synthesis warnings is 4.
- The clock arrives with 0.00344 ns of skew.
- Once the clock tree was built, the resizer swapped 0 gates to a different size.
- The average instance area after synthesis is 8.21 um2.
- The OpenROAD report gives the critical path a data arrival time of 4.50 ns.
- Antenna repair during routing inserted a diode count of 0.
- The global placer's final weighted congestion reads 0.908.
- The post-synth register bit count is 25.
- The measured slew at the worst slew-check pin is 0.748 ns.
- The number of antenna violations at the first check in global routing reads 0.
- The final sum of negative setup slack reads 0 ns.
- The total number of clock tree sinks reads 25.
- The synthesis report names the predominant flop master as dfstp_2.
- The count of flip-flops with a built-in enable after synthesis reads 0.
- Setup repair after global routing left no endpoint under its margin.
- The initial detailed-routing violation count is 124.
- Per STA, the highest per-stage delay on the worst path measures 0.66 ns.
- The number of global-route vias before repair is 1963.
- The via count is 2306.
- In this run the remaining antenna-violating nets after routing total 0.
- The area growth from synthesis to layout is 15.5%.
- The core region is 8380 um2.
- The number of cells in Yosys stat is 322.
- The number of buffers on the longest clock path reads 2.
- Per the CTS log, the maximum H-tree level is 1.
- The average wire per cell in the routed design reads 11.4 um.
- The internal reg-to-reg setup slack is 4.68 ns.
- STA classifies the critical path endpoint as an output pin.
- The completed layout was analyzed and its total power is 0.239 mW.
-- cells in the final DEF (no fill, tap or decap), types with 4 or more instances in the layout --
master | netlist | final
a21o_1 | 4 | 4
a21oi_1 | 18 | 18
and3_1 | 5 | 5
clkdlybuf4s50_1 | 0 | 32
dfrtp_1 | 11 | 11
dfstp_2 | 14 | 14
ha_1 | 13 | 13
inv_1 | 11 | 11
mux2_2 | 9 | 9
nand2_1 | 29 | 29
nand2b_1 | 6 | 6
nand3_1 | 7 | 7
nand4_1 | 6 | 6
nor2_1 | 26 | 26
nor2b_1 | 8 | 8
nor3_1 | 12 | 12
o211ai_1 | 6 | 6
o21ai_0 | 20 | 20
o21ai_1 | 5 | 5
o31ai_1 | 4 | 4
o32ai_1 | 4 | 4
or3_1 | 4 | 4
xnor2_1 | 11 | 11
xor2_1 | 7 | 7
-- final cells by class --
type | count | area, um2
Timing Repair Buffer | 33 | 328
Multi-Input combinational cell | 265 | 1850
Sequential cell | 25 | 643
Fill cell | 840 | 5330
Clock buffer | 4 | 45.0
Tap cell | 105 | 131
Inverter | 14 | 52.6
-- through the flow --
| stage | setup slack [ns] | area, um2 | hold slack [ns] | utilization (%) |
|---|---|---|---|---|
| 2_1_floorplan | 1.83 | 2650 | 0.395 | - |
| 3_3_place_gp | 1.32 | 3010 | 0.454 | 35.9 |
| 3_5_place_dp | 1.25 | 3010 | 0.447 | 35.9 |
| 4_1_cts | 0.955 | 3050 | 0.458 | 36.4 |
| 5_1_grt | 0.711 | 3050 | 0.496 | 36.4 |
| 6_report | 0.944 | 3050 | 0.454 | 36.4 |
-- cells by family after synthesis --
group	after synthesis	synth area share, %
compound gates	93	25.4
fa+ha+maj	13	6.15
flops	25	24.3
simple gates	125	24.7
mux	12	5.01
buf+inv	32	5.58
xor+xnor	22	8.85
-- worst reg2reg max path, delay by kind of cell, from the launching register on --
kind	cells	cell delay, ns
AOI/OAI and AO/OA	2	0.27
adders and majority gates	1	0.26
and+or+nand+nor	3	0.73
DFF	1	0.78
-- routing by layer --
metal	wire length, um	global-route usage (%)	up-vias	share of wire, %
met3	136	1.37	6	2.7
met1	2670	18.1	1058	52
met5	0	0	-	0
met4	47	1.12	0	0.92
li1	-	-	1207	-
met2	2240	18.9	35	44
-- worst max-delay path by stage --
| stage | endpoint | slack (ns) | cells past startpoint |
|---|---|---|---|
| 6_report | mins0[0] | 0.94 | 15 |
| 5_1_grt | mins0[0] | 0.71 | 15 |
| 4_1_cts | mins0[0] | 0.95 | 15 |
-- power by group --
part | switching [mW] | internal (mW) | leakage, nW | total, mW
logic | 0.00335 | 0.00220 | 0.874 | 0.00555
clock network | 0.0431 | 0.0418 | 0.0228 | 0.0849
registers | 0 | 0.149 | 0.300 | 0.149
total | 0.0464 | 0.193 | 1.20 | 0.239
Power figures rest on the tool's default switching activity, not on a simulated workload.
